`flow/run.sh`:
```
#!/bin/bash
# OpenROAD 26Q1-2900-gdf79404cd8, Yosys 0.63+post, stock flow scripts
make -C /OpenROAD-flow-scripts/flow DESIGN_CONFIG=/design/flow/config.mk WORK_HOME=/design/flow/orfs finish
```
`flow/config.mk`:
```
export PLATFORM = sky130hd
export DESIGN_NAME = counter10x4
export DESIGN_NICKNAME = counter10x4
export VERILOG_FILES = /design/flow/design.v
export SDC_FILE = /design/flow/constraint.sdc
export NUM_CORES = 4
export LEC_CHECK = 1
export CORE_UTILIZATION = 30
```
`flow/constraint.sdc`:
```
current_design counter10x4

set clk_period 3.5
set clk_io_pct 0.2

create_clock -name clk0 -period $clk_period [get_ports {clock}]

set non_clock_inputs [all_inputs -no_clocks]
set_input_delay [expr $clk_period * $clk_io_pct] -clock clk0 $non_clock_inputs
set_output_delay [expr $clk_period * $clk_io_pct] -clock clk0 [all_outputs]
```
`flow/design.v`:
```
module LED7segDecoder(
	input [3:0] number,
	output reg [7:0] led7seg,
	output gnd = 0);
	always @*
	begin
		case(number)
			4'h0 : led7seg = 8'b11111100;
			4'h1 : led7seg = 8'b01100000;
			4'h2 : led7seg = 8'b11011010;
			4'h3 : led7seg = 8'b11110010;
			4'h4 : led7seg = 8'b01100110;
			4'h5 : led7seg = 8'b10110110;
			4'h6 : led7seg = 8'b10111110;
			4'h7 : led7seg = 8'b11100100;
			4'h8 : led7seg = 8'b11111110;
			4'h9 : led7seg = 8'b11110110;
			4'hA : led7seg = 8'b11101110;
			4'hB : led7seg = 8'b00111110;
			4'hC : led7seg = 8'b00011010;
			4'hD : led7seg = 8'b01111010;
			4'hE : led7seg = 8'b10011110;
			4'hF : led7seg = 8'b10001110;
			default : led7seg = 8'b00000001;
		endcase
	end
endmodule	
module LED4set(
	input CK,
	input [7:0] LED3,LED2,LED1,LED0,
	output reg [7:0] LED,
	output reg [3:0] selecters);
	wire [1:0] num;
	wire vdd;
	assign vdd = 1;
	counter4 counter(.clock(CK),.plus(vdd),.count(num));
	always @(posedge CK)
	begin
		case (num)
			2'b00: begin 
						selecters <= 4'b0111;
						LED <= LED3;
					 end
			2'b01: begin
						selecters <= 4'b1011;
						LED <= LED2;
					 end
			2'b10: begin 
						selecters <= 4'b1101;
					   LED <= LED1;
					 end
			2'b11: begin
						selecters <= 4'b1110;
					   LED <= LED0;
					 end
			default : begin
							selecters <= 4'b0000;
							LED <= 8'b00000001;
						end
		endcase
	end
endmodule
module counter10(
	input clock,
	input plus,
	output reg [3:0] count,
	output reg overflow);
	always @(posedge clock)
	begin
		overflow <= 0;
		if(plus == 1) begin
			if(count == 4'd9) begin
				overflow <= 1;
				count <= 4'd0;
			end else begin
				count <= count + 4'd1;
			end
		end
	end
endmodule
module counter10x4(
	input clock,
	input start_stop,
	output [7:0] LED,
	output [3:0] selecters,
	output overflow);
	wire CKx2p16,CKx4;
	wire plus[3:0];
	wire [3:0] num[0:3];
	wire [7:0] digitLED[0:3];
	wire vdd;
	assign vdd = 1;
	counter2p16 dev(.clock(clock),.plus(vdd),.overflow(CKx2p16));
	counter4 dev2(.clock(clock),.plus(vdd),.overflow(CKx4));
	assign plus[0] = vdd;  
	assign plus[1] = plus[0] & (num[0]==4'd9);
	assign plus[2] = plus[1] & (num[1]==4'd9);
	assign plus[3] = plus[2] & (num[2]==4'd9);
	counter10 c0(.clock(CKx2p16),.plus(plus[0]),.count(num[0]));
	counter10 c1(.clock(CKx2p16),.plus(plus[1]),.count(num[1]));
	counter10 c2(.clock(CKx2p16),.plus(plus[2]),.count(num[2]));
	counter10 c3(.clock(CKx2p16),.plus(plus[3]),.count(num[3]),.overflow(overflow));
	LED7segDecoder d0(.number(num[0]),.led7seg(digitLED[0]));
	LED7segDecoder d1(.number(num[1]),.led7seg(digitLED[1]));
	LED7segDecoder d2(.number(num[2]),.led7seg(digitLED[2]));
	LED7segDecoder d3(.number(num[3]),.led7seg(digitLED[3]));
	LED4set gath(.CK(CKx4),.LED3(digitLED[3]),.LED2(digitLED[2]),.LED1(digitLED[1]),.LED0(digitLED[0]),
					.LED(LED),.selecters(selecters));
endmodule
module counter2p16(
	input clock,
	input plus,
	output reg [15:0] count,
	output reg overflow);
	always @(posedge clock)
	begin
		overflow <= 0;
		if(plus==1) begin
			if(count == 16'b1111_1111_1111_1111) begin
				overflow <= 1;
				count <= 0;
			end else begin
				count <= count + 1;
			end
		end
	end
endmodule
module counter4(
	input clock,
	input plus,
	output reg [1:0] count,
	output reg overflow);
	always @(posedge clock)
	begin
		overflow <= 0;
		if(plus==1) begin
			if(count == 2'b11) begin
				overflow <= 1;
				count <= 2'b00;
			end else begin
				count <= count + 2'b01;
			end
		end
	end
endmodule
```
==> results.json <==
{
  "status": "completed",
  "slew_headroom_pct": 34.0,
  "combGateArea_um2": 2000,
  "finalInstanceArea_um2": 4270,
  "fp-utilization_pct": 30.9,
  "critPathRequiredTime_ns": 3.60,
  "final_hold_viol_count": 0,
  "dr.pass1.iters": 4,
  "post_cts_buffers": 0,
  "ys_top_cells_by_area": "dfxtp_1, ha_1, edfxtp_1",
  "yosysUniqueCellTypes": 51,
  "setup_tns_ns": 0,
  "setup-violations-final": 0,
  "r2r_slack_ns": 1.54,
  "postPlaceCellArea_um2": 4160,
  "endpoint_kind": "flip-flop",
  "grt_max_degree": 46,
  "syn_to_final_growth_pct": 8.91,
  "leakagePower_nw": 1.62,
  "cts_made_buffers": 3,
  "seq_area_um2": 1680,
  "chip_area_um2": 13500,
  "antenna_cells": 0,
  "synth.top_cell.area_share_pct": 33.7,
  "synth.most_common_cell": "dfxtp_1",
  "cts_max_level": 1,
  "cts-root-buf": "clkbuf_16",
  "ys_ff": 78,
  "io_pins": 15,
  "grt_pass1_vias": 2261,
  "synthTopCellsByCount": "dfxtp_1, ha_1, nor2_1, inv_1, mux2i_1",
  "hpwl_mm": 4.61,
  "route.vias.total": 2459,
  "place.gp.congestion": 0.798,
  "hold_class": "reg -> reg",
  "clock_path_buffers": 2,
  "core_um2": 12700,
  "yosysTopAreaCell": "dfxtp_1",
  "yosys_cells": 386,
  "report.final.slew_viol_count": 0,
  "tightest_slew_ns": 0.982,
  "async_reset_ff_share_pct": 0,
  "crit_arrival_ns": 2.05,
  "untimed_endpoints": 82,
  "rsz0062_at_grt": "false",
  "fin_crit_ns": 1.96,
  "start_kind": "flip-flop",
  "syn_area_um2": 3920,
  "finClkSkew_ns": 0.00284,
  "num_rows": 41,
  "final.fill_count": 1260,
  "die_width_um": 116,
  "cts.clk_slew.worst_paths_ns": 0.06,
  "routed_wl_mm": 6.10,
  "unclocked_regs": 58,
  "grt_overflow": 0,
  "power.total_uw": 536,
  "cts_hold_buffers": 0,
  "die_y_um": 116,
  "viasPerCell": 4.38,
  "edf_count": 12,
  "port_buffers": 12,
  "cts_tree": "done",
  "ir_drop_mv": 0.187,
  "drt-wirelength-per-cell_um": 10.9,
  "cts_resized": 0,
  "yosys_area_um2": 3920,
  "ff_type": "dfxtp_1",
  "crit_fanout": 10,
  "grt_pass1_wl_mm": 10.6,
  "antenna_left": 0,
  "clk_latency_ns": 0.25,
  "grt_antenna_before_repair": 0,
  "yosys_warnings": 6,
  "maxCapViolations": 0,
  "synth.avg_cell_area_um2": 10.2,
  "crit_type": "reg -> reg",
  "finalClockPeriodUsage_pct": 55.9,
  "warnings": 53,
  "drt-initial-drc-count": 148,
  "track_usage_pct": 9.82,
  "synthCells": 386,
  "drc": 0,
  "drive_gt1_share_pct": 6.68,
  "pwr_density_cell_nw_per_um2": 125,
  "yosys.stat.seqShare_pct": 42.9,
  "fmax_mhz": 511
}
[cells in the final DEF, fill, tap and decap left out, types with 6 or more instances in the layout]
cell type / Yosys / layout
a21oi_1: 16 / 16
a222oi_1: 7 / 7
a31oi_1: 6 / 6
clkdlybuf4s50_1: 0 / 12
dfxtp_1: 66 / 66
edfxtp_1: 12 / 12
ha_1: 41 / 41
inv_1: 38 / 38
mux2_2: 9 / 9
mux2i_1: 21 / 21
nand2_1: 20 / 20
nand3_1: 13 / 13
nor2_1: 40 / 40
nor2b_1: 6 / 6
nor3_1: 8 / 8
o21ai_0: 8 / 8
xnor2_1: 11 / 11
[routing by layer]
layer,global-route usage (%),vias to the layer above,share of wire [%]
li1,-,1327,-
met1,16.4,1101,55
met2,14.4,27,41
met3,1.06,4,2.3
met4,1.03,0,0.93
met5,0,-,0
[critical path: stages (launching register included)]
cell	delay, ns
dfxtp_1	0.39
and4_1	0.25
nand4_1	0.19
nor4_2	0.85
nor2_1	0.11
[registers in the layout, summed over array words and instances, names as in the netlist]
name and cells:
c0.count 4, c1.count 4, c2.count 4, c3.count 4, c3.overflow 1, dev.count 16
dev.overflow 1, dev2.count 2, dev2.overflow 1, gath.LED 7, gath.LED0 7, gath.LED1 7
gath.LED2 7, gath.LED3 7, gath.counter.count 2, gath.selecters 4
[cell type report]
cell class                 instances  share of cell area (%)
multi-input combinational        256                    46.8
sequential                        78                    39.4
tap                              172                    5.04
inverter                          38                    3.34
timing repair buffer              13                    2.99
clock buffer                       3                    1.76
clock inverter                     1                   0.703
[metrics by stage]
step	std cells	setup slack (ns)	utilization (%)	hold slack (ns)
finish	561	1.54	33.7	0.418
global route	561	1.36	33.7	0.456
CTS	561	1.56	33.7	0.421
detailed placement	557	1.57	32.9	0.414
global placement	557	1.64	32.9	0.406
floorplan	386	1.96	-	0.399
[kinds of logic after synthesis]
kind of cell | count (synthesis) | share of synthesized area [%]
flops | 78 | 42.9
xor+xnor | 16 | 3.57
fa+ha+maj | 41 | 13.1
compound gates | 51 | 9.00
other cells | 1 | 0.0957
mux | 35 | 10.7
simple gates | 112 | 14.5
buf+inv | 52 | 6.16
[worst paths after layout]
check                start       endpoint  cells past startpoint
min          dev2.count[0]  dev2.count[0]                      1
max reg2reg   dev.count[5]  dev.count[13]                      4
min reg2reg  dev2.count[0]  dev2.count[0]                      1
max           dev.count[5]  dev.count[13]                      4
[power by group]
part           internal, mW  switching [mW]  total [mW]
combinational             0       0.0000152   0.0000161
clock                 0.227          0.0813       0.308
sequential            0.228               0       0.228
