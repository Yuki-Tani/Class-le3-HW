--- flow/design.v ---
module adder4(
	input [3:0] a, b,
	input cin,
	output [3:0] sum,
	output cout,
	output gnd = 1'b0);
	assign {cout, sum} = a + b + cin;
endmodule
--- flow/run.sh ---
#!/bin/bash
# OpenROAD 26Q1-2900-gdf79404cd8, Yosys 0.63+post, stock flow scripts
make -C /OpenROAD-flow-scripts/flow DESIGN_CONFIG=/design/flow/config.mk WORK_HOME=/design/flow/orfs finish
--- flow/config.mk ---
export PLATFORM = sky130hd
export DESIGN_NAME = adder4
export DESIGN_NICKNAME = adder4
export VERILOG_FILES = /design/flow/design.v
export SDC_FILE = /design/flow/constraint.sdc
export NUM_CORES = 4
export LEC_CHECK = 1
export CORE_AREA = 10 10 70 70
export DIE_AREA = 0 0 80 80
--- flow/constraint.sdc ---
current_design adder4

set clk_period 5.0
set clk_io_pct 0.2

create_clock -name clk0 -period $clk_period

set non_clock_inputs [all_inputs -no_clocks]
set_input_delay [expr $clk_period * $clk_io_pct] -clock clk0 $non_clock_inputs
set_output_delay [expr $clk_period * $clk_io_pct] -clock clk0 [all_outputs]
==> run_results.csv <==
group,metric,value,unit
timing,fin_crit,3920,ps
synthesis,synth_chip_area,155,um2
setup_path,crit_family,"buffers and inverters",
timing,period_used_share,78.3,%
placement,place_congestion,0.791,
timing,slew_violations,0,
flow_run,maxCapViolations,0,
die,chipArea,0.00640,mm2
routing,wl,549,um
setup_path,crit_fanout,2,
power,total_leakage_power,0.138,nW
die,die_w,80,um
placement,hpwl,518,um
placement,io_buffers,14,
timing,fin_tns_setup,0,ps
synthesis,syn_avg_cell_area,8.62,um2
routing,wl_per_cell,7.13,um
routing,drt-initial-drc-count,0,
global_route,met3_usage,1.82,%
layout,nFillCells,405,
layout,seq_area,0,um2
synthesis,synth_warnings,0,
routing,first_pass_iters,1,
hold_path,hold_class,"primary input to primary output",
placement,dp.cells,77,
die,die_h,80,um
power,power_density,101,mW/mm2
routing,detail_route.drc_violations,0,
synthesis,synth_seq_share,0,%
flow_run,warning_count,32,
setup_path,path_buffers,3,
global_route,top_usage_layer,"met2",
routing,ant_nets,0,
power,vdd_drop_max,17.7,uV
synthesis,syn_inst,18,
die,core,0.00342,mm2
global_route,grt_use_total,1.76,%
timing,fmax,255,MHz
layout,fin_area,345,um2
cts,cts_setup_buffers,0,
layout,flops,0,
setup_path,crit_path_end_kind,"primary output",
layout,final_cell_mix,"clkdlybuf4s50_1 (14), inv_1 (4), ha_1 (3)",
setup_path,max_stage_delay,480,ps
die,core_util_floorplan,4.54,%
setup_path,critPathRequiredTime,4000,ps
cts,ctsHoldBuffers,0,
die,boundaryPins,15,
timing,grt_setup_unrepaired,"no",
routing,viasPerCell,2.00,
timing,final-hold-violation-count,0,
timing,setup_violations,0,
routing,vias,154,
outcome,status,"complete, no violations",
hold_path,min_to,"sum[3]",
setup_path,worstPathCellList,"clkdlybuf4s50_1 -> fa_1 -> inv_1 -> fa_1 -> nor2b_1 -> o21ai_0 -> nand2b_1 -> clkdlybuf4s50_1",
hold_path,hp-start,"b[3]",
setup_path,cp-start-kind,"primary input",
placement,placed_area,345,um2
global_route,grtUsageMet1,2.05,%
synthesis,syn_area,155,um2
layout,layout-drive-gt1-share,3.23,%
layout,final_common_cell,"clkdlybuf4s50_1",
layout,clockBufferCount,0,
cts,ctsResizeCount,0,
die,num_rows,21,
global_route,antenna_found_initial,0,
global_route,overflow,0,
hold_path,min_path_cells,4,
setup_path,arrival,2920,ps
setup_path,path_class,"primary input to primary output",
global_route,grt_use_met2,2.33,%
synthesis,ys_types,11,
global_route,grt_pass1_vias,185,
setup_path,cpMaxStageDelayCell,"clkdlybuf4s50_1",
layout,fin_cells,77,
global_route,grt_pass1_wl,903,um
synthesis,ys_cells,18,
placement,dp_slack,1080,ps
timing,worst_slack,1090,ps
layout,syn_to_final_growth,123,%
routing,num_antenna_cells,0,
global_route,grt_start_max_net_pins,4,
-- kinds of logic after synthesis --
group / after synthesis / share of synthesized area [%]
adders and majority gates: 5 / 50.0
AOI/OAI and AO/OA: 3 / 13.7
xor gates and xnor gates: 2 / 11.3
buffers and inverters: 5 / 14.5
other: 1 / 2.42
and+or+nand+nor: 2 / 8.07
-- how the worst max path moves through the flow --
stage	from	end	cells past startpoint
CTS	a[0]	cout	8
global route	b[0]	cout	8
finish	a[0]	cout	8
-- final cells by class --
type	instances	area (um2)	share of cell area [%]
multi-input cells	13	133	38.4
repair buffers	14	140	40.6
well taps	46	57.6	16.7
inverters	4	15.0	4.35
-- Yosys cell counts (all sizes together) --
master,n,share of area [%]
a21o,1,4.8
a21oi,1,5.6
buf,1,4.8
conb,1,2.4
fa,2,26
ha,3,24
inv,4,9.7
nand2b,1,4.0
nor2b,1,4.0
o21ai,1,3.2
xnor2,2,11
-- metal layers --
metal / vias to the layer above / share of wire (%)
li1: 79 / -
met3: 0 / 31
met4: 0 / 0
met2: 13 / 26
met1: 62 / 43
met5: - / 0
-- stage by stage --
| step | hold WS, ps | total power, mW | util (%) |
|---|---|---|---|
| 5_1_grt | 3120 | 0.0389 | 10.1 |
| 3_5_place_dp | 3090 | 0.0353 | 10.1 |
| 2_1_floorplan | 2100 | 0.0113 | - |
| 3_3_place_gp | 3090 | 0.0351 | 10.1 |
| 6_report | 3090 | 0.0348 | 10.1 |
| 4_1_cts | 3090 | 0.0356 | 10.1 |
-- where the power goes --
part | switching (mW) | leakage, nW | internal, mW
Combinational | 0.0104 | 0.138 | 0.0245
Clock | 0 | 0 | 0
Sequential | 0 | 0 | 0
No activity file was given, so power comes from the tool's default toggle rates.
