### design/flow/run.sh
#!/bin/bash
# OpenROAD 26Q1-2900-gdf79404cd8, Yosys 0.63+post, stock flow scripts
make -C /OpenROAD-flow-scripts/flow DESIGN_CONFIG=/design/flow/config.mk WORK_HOME=/design/flow/orfs finish
### design/flow/config.mk
export PLATFORM = sky130hd
export DESIGN_NAME = LED8set
export DESIGN_NICKNAME = LED8set
export VERILOG_FILES = /design/flow/design.v
export SDC_FILE = /design/flow/constraint.sdc
export NUM_CORES = 4
export LEC_CHECK = 1
export CORE_AREA = 10 10 99 99
export DIE_AREA = 0 0 109 109
### design/flow/constraint.sdc
current_design LED8set

set clk_period 2.8
set clk_io_pct 0.2

create_clock -name clk0 -period $clk_period [get_ports {CK}]

set non_clock_inputs [all_inputs -no_clocks]
set_input_delay [expr $clk_period * $clk_io_pct] -clock clk0 $non_clock_inputs
set_output_delay [expr $clk_period * $clk_io_pct] -clock clk0 [all_outputs]
### design/flow/design.v
module LED8set(
	input CK,
	input [7:0] LEDa, LEDb, LEDc, LEDd,
					LEDe, LEDf, LEDg, LEDh,
	output reg [7:0] LED,
	output reg [7:0] selecters);
	wire [2:0] num;
	wire vdd;
	assign vdd = 1;
	counter8 counter(.clock(CK),.plus(vdd),.count(num));
	always @(posedge CK)
	begin
		case (num)
			3'b000: begin 
						selecters <= 8'b0111_1111;
						LED <= LEDa;
					 end
			3'b001: begin
						selecters <= 8'b1011_1111;
						LED <= LEDb;
					 end
			3'b010: begin 
						selecters <= 8'b1101_1111;
					   LED <= LEDc;
					 end
			3'b011: begin
						selecters <= 8'b1110_1111;
					   LED <= LEDd;
					 end
			3'b100: begin 
						selecters <= 8'b1111_0111;
						LED <= LEDe;
					 end
			3'b101: begin
						selecters <= 8'b1111_1011;
						LED <= LEDf;
					 end
			3'b110: begin 
						selecters <= 8'b1111_1101;
					   LED <= LEDg;
					 end
			3'b111: begin
						selecters <= 8'b1111_1110;
					   LED <= LEDh;
					 end					 
			default : begin
							selecters <= 8'b00000000;
							LED <= 8'b00000001;
						end
		endcase
	end
endmodule
module counter8(
	input clock,
	input plus,
	output reg [2:0] count,
	output reg overflow);
	always @(posedge clock)
	begin
		overflow <= 0;
		if(plus==1) begin
			if(count == 3'b111) begin
				overflow <= 1;
				count <= 3'b000;
			end else begin
				count <= count + 3'b001;
			end
		end
	end
endmodule
==> flow_summary.ini <==
; implementation run metrics
[status]
status = finished clean

[global_routing]
track_usage_pct = 7.445
grt_pass1_vias = 1322
grt_max_degree = 15
grt_pass1_wl_um = 6962
overflow = 0
antenna_found_initial = 0

[place]
numPortBuffers = 80
gp_congestion = 0.8145
placed_area_um2 = 2029
hpwl_um = 3971
dp_slack_ns = 0.7658

[final_timing]
finalHoldViolCount = 0
rsz0062_at_grt = false
min_period_ns = 2.090
slew_violations = 0
max-slew-margin-rel_pct = 52.26
timing.final.ws_setup_ns = 0.7103
setup_viol = 0
clock_skew_ns = 0.003741
tns_ns = 0
worst_pin_slew_ns = 0.7147
clock.fmax_ghz = 0.4785
timing.final.crit_share_pct = 74.63

[synthesis]
topCellsByArea = dfxtp_1 (34%), a41oi_2 (12%), mux2_2 (9.0%)
synth_flops = 19
yosys_cells = 115
yosysUniqueCellTypes = 24
syn_area_per_cell_um2 = 9.792
async_flop_share_pct = 0
top_area_share_pct = 33.78
synth_area_leader_cell = dfxtp_1
ys_area_um2 = 1126
synth-edff-count = 0
ys_warn_count = 2
ys.flop_type = dfxtp_1
syn_inst = 115
syn-cell-area_um2 = 1126
synth_seq_share_pct = 33.78

[clocking]
cts_setup_buffers = 0
clk_pin_slew_ns = 0.07
cts_resized = 0
clock-sinks = 19
clk_latency_ns = 0.26
cts.path.max_buffers = 2
cts_tree = built
htreeDepth = 1
cts_hold_buf = 0
cts_inserted_buffers = 3
cts_root_buf = clkbuf_8

[pwr]
p_total_uw = 588.8
p_per_area_nw_per_um2 = 283.7
power_leakage_uw = 0.0007266
peakVddDrop_v = 0.0001635

[cells_and_area]
area_growth_pct = 84.33
drive_gt1_share_pct = 13.47
layout_top_cell = clkdlybuf4s50_1
final.fill_count = 831
stdcell_area_um2 = 2076
final_cell_mix = clkdlybuf4s50_1 (80), nand2_1 (20), dfxtp_1 (19)
utilization_pct = 26.86

[routing]
wl_per_cell_um = 16.27
drt-initial-drc-count = 46
ant_nets = 0
vias_per_cell = 4.075
drcViolationCount = 0
num_vias = 1202
drtPass1Iterations = 5
routed_wl_um = 4799
antennaDiodeCount = 0

[setup_path]
required_ns = 2.99
max_stage_delay_ns = 0.65
crit_type = flop to flop
crit_path_max_fanout = 13
path_cells = inv_1, ha_1, nor2b_1, a222oi_1, a41oi_2
critPathLaunchType = flop
worst_setup_path_end_kind = flop
cp_slowest_cell = nor2b_1
worst_ep_arrival_time_ns = 2.28

[floorplan]
row_count = 32
die_x_um = 109
dieArea_um2 = 11880
io_pins = 81
fp_util_pct = 14.57
fp.dieH_um = 109
core-area_um2 = 7727

[flow_run]
maxCapViolCount = 0
warning_count = 30

[min_path]
worstHoldPathType = flop to flop
-- where the power goes --
group / switching (µW) / leakage, µW / internal (µW)
registers: 1.70 / 0.000156 / 276
logic: 22.1 / 0.000545 / 98.2
clock network: 91.7 / 0.0000255 / 98.9
-- state kept, by name (all words and copies together) (netlist names) --
name           count
LED                8
counter.count      3
selecters          8
-- worst max-delay path, delay by kind of cell, from the launching register on --
family                   cells  cell delay [ns]
AND-OR/OR-AND                2             0.47
AND/OR/NAND/NOR              1             0.65
buffers and inverters        1             0.09
flip-flops                   1             0.34
adder cells (fa/ha/maj)      1             0.46
-- cell families (layout without fill, tap and decap cells) --
logic type | Yosys count | in the layout | synth area share [%]
AND-OR/OR-AND | 26 | 26 | 25.78
buffers and inverters | 13 | 91 | 5.889
AND/OR/NAND/NOR | 41 | 41 | 17.78
multiplexers | 9 | 9 | 9.000
adder cells (fa/ha/maj) | 7 | 7 | 7.777
flip-flops | 19 | 19 | 33.78
-- final timing paths --
kind                    startpoint               end  slack (ns)  cells after the start
setup / recovery  counter.count[0]            LED[6]        0.71                      5
hold / removal    counter.count[0]  counter.count[0]        0.47                      1
setup reg to reg  counter.count[0]            LED[6]        0.71                      5
hold reg to reg   counter.count[0]  counter.count[0]        0.47                      1
-- synth_stat cells (all sizes together) (3+ instances only) --
library cell / instances
a222oi: 7
dfxtp: 19
ha: 7
a22o: 8
nor3: 8
inv: 3
clkbuf: 5
nor2: 4
buf: 5
a41oi: 8
mux2: 9
nand2: 20
-- layer usage --
layer / track usage, % / vias to the layer above / part of all wire, % / wire length (µm)
met2: 11.01 / 63 / 43 / 2045
li1: - / 593 / - / -
met1: 10.13 / 544 / 45 / 2173
met3: 3.405 / 2 / 11 / 542
met4: 0.6591 / 0 / 0.77 / 37
met5: 0 / - / 0 / 0
-- stage by stage --
step | hold slack (ns) | std cells
2_1_floorplan | 0.4332 | 115
3_3_place_gp | 0.4490 | 291
3_5_place_dp | 0.4598 | 291
4_1_cts | 0.4774 | 295
5_1_grt | 0.5038 | 295
6_report | 0.4732 | 295
-- area by class of cell --
cell class / instances / area (µm²) / share of cell area (%)
Tap cell: 102 / 127.6 / 6.148
Multi-Input combinational cell: 83 / 679.4 / 32.73
Sequential cell: 19 / 380.4 / 18.32
Clock buffer: 3 / 41.29 / 1.989
Inverter: 3 / 11.26 / 0.5425
Timing Repair Buffer: 84 / 830.8 / 40.02
Clock inverter: 1 / 5.005 / 0.2411
No activity file was given, so power comes from the tool's default toggle rates.
